File: /design/flow/run.sh
#!/bin/bash
# OpenROAD 26Q1-2900-gdf79404cd8, Yosys 0.63+post, stock flow scripts
make -C /OpenROAD-flow-scripts/flow DESIGN_CONFIG=/design/flow/config.mk WORK_HOME=/design/flow/orfs finish
File: /design/flow/config.mk
export PLATFORM = sky130hd
export DESIGN_NAME = VM_2
export DESIGN_NICKNAME = VM_2
export VERILOG_FILES = /design/flow/design.v
export SDC_FILE = /design/flow/constraint.sdc
export NUM_CORES = 4
export LEC_CHECK = 1
export CORE_AREA = 10 10 70 70
export DIE_AREA = 0 0 80 80
File: /design/flow/constraint.sdc
current_design VM_2

set clk_period 1.5
set clk_io_pct 0.2

create_clock -name clk0 -period $clk_period [get_ports {clk}]

set non_clock_inputs [all_inputs -no_clocks]
set_input_delay [expr $clk_period * $clk_io_pct] -clock clk0 $non_clock_inputs
set_output_delay [expr $clk_period * $clk_io_pct] -clock clk0 [all_outputs]
File: /design/flow/design.v
`timescale 1ns / 1ps
module VM_2(clk,rst,cash_in,purchase,prnt_state,nxt_state,cash_return);
input clk,rst ;
input[1:0] cash_in;
output reg purchase;
output reg [1:0]prnt_state,nxt_state,cash_return;
parameter s0=2'b00, s1=2'b01, s2=2'b10;
always@(posedge clk)
begin
if(rst==1)
begin
prnt_state=0;
nxt_state=0;
end
else begin
    case(prnt_state)
          s0: if(cash_in==2'b00)
                begin
                  nxt_state=s0;
                  purchase=0;
                  cash_return=0;
                end
                else if(cash_in==2'b01)
                        begin
                            nxt_state=s1;
                              purchase=0;
                               cash_return=0;
                            end
 else if(cash_in==2'b10)
                                         begin
                                              nxt_state=s2;
                                               purchase=0;
                                                cash_return=0;
                                              end
                                              s1: if(cash_in==2'b00)
                                                             begin
                                                              nxt_state=s0;
                                                              purchase=0;
                                                              cash_return=2'b01;
                                                               end
                                                               else if(cash_in==2'b01)
                                                                               begin
                                                                               nxt_state=s2;
                                                                               purchase=0;
                                                                               cash_return=0;
                                                                               end
  else if(cash_in==2'b10)
                                                                                            begin
                                                                                            nxt_state=s0;
                                                                                            purchase=1;
                                                                                            cash_return=0;
                                                                                            end  
s2: if(cash_in==2'b00)
          begin
              nxt_state=s0;
              purchase=0;
               cash_return=2'b10;
            end
else if(cash_in==2'b01)
                   begin
                      nxt_state=s0;
                       purchase=1;
                       cash_return=0;
                     end
else if(cash_in==2'b10)
                               begin
                                 nxt_state=s0;
                                  purchase=1;
                                  cash_return=2'b01;
                                  end  
                           endcase
end
end
endmodule
==> results.txt <==
run metrics: outcome finished clean, first-pass GRT wire length between 600 and 700 um, vias in the first global route 136, I/O Buffers 7, initial antenna violation count 0, synth warn 1, Horiz. Die Dim 80 um, yosys synthesis chip area between 150 and 200 um2, mapped cell area 168 um2, die area 6400 um2, largest net degree at the start of global routing 5, Fmax 723 MHz, Pwr per Cell Area between 900 and 1000 nW/um2, slowest cell on the critical path clkdlybuf4s50_1, clk sinks 4, Flop pwr share 0.418, HP Class reg2reg, Avg Synthesized Cell Area about 11 um2, Latency at later pin 0.24 ns, area grow syn2layout 82.8%, Core Box Area 3420 um2, Final Slew Violations 0, CTS tree yes, Pre-antenna DRT Iters 4, Reg-to-Reg Start cash_return[1], min-delay src cash_return[0], io pins 11, Max Cap Viol 0, Yosys Instances 15, most frequent cells in the layout clkdlybuf4s50_1, and3_1, conb_1, clkbuf_4, Seq/Total Area, Yosys 0.597, Post-Synthesis Cells 15, Fin. Hold Viols 0, clock slew at reported path FFs about 0.040 ns, PostCTS Resize Cnt 0, post-placement setup slack 0.325 ns, share of cells above drive strength 1 0.120, Top cell excl fill/tap clkdlybuf4s50_1, postcts setup bufs 0, antenna cell count 0, FP Rows 21, Starting DRT DRC Count 3, Tmin final 1.38 ns, crit-path cells clkdlybuf4s50_1, Hold-fix buffers, CTS 0, CP endpoint kind output port, Logic pwr share 0.089, TritonCTS Buffers 3, Crit path arrival time between 1 and 1.5 ns, worst-path fanout max 2, CP peak stage delay about 0.49 ns, P_sw 0.0560 mW, Final setup violation count 0, crit start category flip-flop, clk_skew 0 ns, Worst Path Class, Setup reg2out, via count between 100 and 150, CTS Buffer Depth 2, Die Y 80 um, global placer's final weighted congestion around 0.67, clock share of power 0.493, Hold EP cash_return[0], depth of the CTS H-tree 1, tool warnings 25, Internal 0.239 mW, Init Core Util 0.0491, RSZ-0062 raised after global routing no, routed len/inst 6.17 um, Synth flops 4, GRT Resource Usage Total 0.0137, R2R setup slack 0.67 ns, drt total wl approximately 440 um, TNS Setup 0 ns, Critical Path RT roughly 1.2 ns, P_leak roughly 0.12 nW, final worst-path setup slack 0.116 ns, Crit. Startpoint cash_return[1], crit-path leading delay family buffers and inverters, routed vias/inst approximately 1.8, R2R depth 1, r2r endpoint cash_return[1], distinct cell type count after synthesis 7, Peak VDD IR around 0.41 mV, grt total ovfl 0, Final Cycle Share 0.922, DRT antenna net count 0, CP bufs+invs 1, DRC viols 0, clock root buffer clkbuf_4, Worst Hold Depth 1, switching part of the total 0.190
[state kept, by name, summed over array words and instances (netlist names)]
signal,cells
cash_return,2
nxt_state,2
[metal layers]
metal / vias to the layer above / GRT usage / wire (um)
met5: - / 0 / 0
met4: 0 / 0.00176 / 0
met3: 0 / 0.0148 / 45
met2: 11 / 0.0128 / 111
met1: 53 / 0.0194 / 281
li1: 62 / - / -
[how the worst max path moves through the flow]
| stage | cells past startpoint | endpoint |
|---|---|---|
| finish | 1 | cash_return[1] |
| CTS | 1 | cash_return[1] |
| global route | 1 | cash_return[1] |
[area by class of cell]
class / instances / area, um2
fillers: 408 / 3110
flip-flops and latches: 4 / 100
repair buffers: 7 / 70.1
well taps: 46 / 57.6
multi-input cells: 9 / 48.8
clock buffers: 4 / 26.3
inverters: 1 / 3.75
[power by group through the flow]
stage / combinational (mW) / sequential [mW] / clock [mW]
CTS: 0.0271 / 0.123 / 0.153
global route: 0.0293 / 0.124 / 0.164
finish: 0.0264 / 0.123 / 0.146
[synth_stat cells (all sizes together)]
master / number / area (um2)
buf: 3 / 22.5
edfxtp: 2 / 60.1
conb: 1 / 3.75
and3: 4 / 25.0
inv: 1 / 3.75
nand2b: 2 / 12.5
dfxtp: 2 / 40.0
[per-stage QoR]
stage / total power, mW / util / hold slack, ns / cell area (um2) / instances
after global routing: 0.317 / 0.0897 / 0.620 / 307 / 71
after floorplan: 0.134 / - / 0.446 / 175 / 17
after global placement: 0.151 / 0.0821 / 0.565 / 280 / 67
after detailed placement: 0.152 / 0.0821 / 0.568 / 280 / 67
after CTS: 0.303 / 0.0897 / 0.594 / 307 / 71
final: 0.295 / 0.0897 / 0.590 / 307 / 71
[cells by family (layout without fill, tap and decap cells)]
kind of cell  after synthesis  count (layout)  synth area share
simple gates                6               6             0.224
flops                       4               4             0.597
buf+inv                     4              12             0.157
other cells                 1               3            0.0224
Power and IR drop assume default switching activity.
